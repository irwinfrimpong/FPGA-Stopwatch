==> ./design.v <==
module clkdiv(input logic clk, input logic rst, output logic sclk);
   parameter DIVFREQ = 100;   
   parameter DIVBITS = 26;    
   parameter CLKFREQ = 100_000_000;
   parameter DIVAMT = (CLKFREQ / DIVFREQ) / 2;
   logic [DIVBITS-1:0] q;
   always_ff @(posedge clk)
     if (rst) begin
	    q <= 0;
	    sclk <= 0;
     end
     else if (q == DIVAMT-1) begin
	    q <= 0;
	    sclk <= ~sclk;
     end
     else q <= q + 1;
endmodule  
==> ./run.sh <==
#!/bin/bash
# OpenROAD 26Q1-2900-gdf79404cd8, Yosys 0.63+post, stock flow scripts
make -C /OpenROAD-flow-scripts/flow DESIGN_CONFIG=/design/flow/config.mk WORK_HOME=/design/flow/orfs finish
==> ./config.mk <==
export PLATFORM = sky130hd
export DESIGN_NAME = clkdiv
export DESIGN_NICKNAME = clkdiv
export VERILOG_FILES = /design/flow/design.v
export SDC_FILE = /design/flow/constraint.sdc
export NUM_CORES = 4
export LEC_CHECK = 1
export CORE_AREA = 10 10 98 98
export DIE_AREA = 0 0 108 108
==> ./constraint.sdc <==
current_design clkdiv

set clk_period 3.1
set clk_io_pct 0.2

create_clock -name clk0 -period $clk_period [get_ports {clk}]

set non_clock_inputs [all_inputs -no_clocks]
set_input_delay [expr $clk_period * $clk_io_pct] -clock clk0 $non_clock_inputs
set_output_delay [expr $clk_period * $clk_io_pct] -clock clk0 [all_outputs]
==> impl_metrics.ini <==
; physical design summary
[worst_setup_path]
crit_type = reg2reg
cp-end-kind = flop
crit_path_start_kind = flop
critPathArrivalTime_ps = 2460
required_ps = 3300
crit_fanout = 10

[cells_and_area]
nFillCells = 818
design_area_mm2 = 0.00143
seq_area_um2 = 541
instances_no_fill = 253
comb_area_um2 = 669
layout-drive-gt1-share_pct = 4.64
areaGrowthSynthToFinish_pct = 13.6

[timing]
finalCriticalPeriod_ps = 2250
fin_setup_tns_ps = 0
max_freq_mhz = 444
tightest_slew_ps = 541
setup_viol_count_final = 0
drv_slew = 0
hold_viol_final = 0
relSlewSlack_pct = 63.6
min_period_over_period_pct = 72.7
finClkSkew_ps = 1.11
rsz0062_at_grt = false

[route]
wire_per_inst_um = 9.33
antenna_cells = 0
drt-total-wl_um = 2360
vias_per_cell = 4.14
drc = 0
final_antenna_net_count = 0
vias = 1047
drtIter0Drc = 64
dr.pass1.iters = 4

[power_and_ir_drop]
power_leakage_nw = 0.374
p_clk_share_pct = 34.1
totalPowerFinal_mw = 0.559
seqPwrFrac_pct = 63.3
p_int_mw = 0.447
vdd_drop_max_mv = 0.188
p_sw_mw = 0.112
swShare_pct = 20.0
p_per_area_mw_per_mm2 = 392
pwr-share-comb_pct = 2.6

[floorplan]
die-area_mm2 = 0.0117
rows = 32
die_w_um = 108
num_io_pins = 3
initCoreUtil_pct = 16.4
dieHeight_um = 108
fp.coreArea_mm2 = 0.00765

[global_route]
antenna_found_initial = 0
grt_first_pass_wirelength_um = 3970
track_usage_pct = 4.01
grt_max_degree = 27
grt_pass1_vias = 884
grt_overflow = 0

[cts]
clock_path_buffers = 2
root_buffer = clkbuf_8
tritoncts = built
cts_resized = 0
cts_hold_buf = 0
cts_max_level = 1
post_cts_buffers = 0
clk_latency_ps = 260
cts.sinks = 27
numCtsBuffers = 3
clkTransAtPathRegs_ps = 80

[hold_path]
hold_path.class = reg2reg

[run]
tool_warnings = 25
maxCapViolCount = 0

[logic_synthesis]
synth_cell_types = 24
yosys_warnings = 1
ys_ff = 27
ys_seq_share_pct = 43.1
ys_cells = 151
synth_area_mm2 = 0.00125
syn_inst = 151
yosys-stat-area_mm2 = 0.00125
synth_area_per_cell_um2 = 8.31

[placed_design]
placed_cells = 249
hpwl_um = 1670
routabilityCongestion = 0.799
port_buffers = 2
placed_cell_area_mm2 = 0.00138

[outcome]
status = completed
[worst max-delay path, stage by stage (launching register included)]
cell and delay [ps]:
dfxtp_1 400, ha_1 260, nand4_2 180, or4_1 700, or4_1 510, a21oi_1 140
[power by group through the flow]
stage	registers, mW	clock network, mW	logic [mW]
5_1_grt	0.355	0.213	0.0167
4_1_cts	0.354	0.199	0.0148
6_report	0.354	0.190	0.0146
[registers in the layout, summed over array words and instances (netlist names)]
register / cells
sclk: 1
q: 26
[Yosys cell counts]
| cell type | n | area share [%] |
|---|---|---|
| buf_2 | 3 | 1.2 |
| nand4_2 | 1 | 1.0 |
| dfxtp_1 | 27 | 43 |
| nor2_1 | 18 | 5.4 |
| nor3_1 | 3 | 1.2 |
| o31ai_1 | 4 | 2.4 |
| clkbuf_1 | 4 | 1.2 |
| o21bai_1 | 1 | 0.60 |
| nand4_1 | 8 | 4.0 |
| or4_1 | 6 | 3.6 |
| o21ai_0 | 7 | 2.8 |
| and4_2 | 1 | 0.80 |
| a31o_2 | 1 | 0.70 |
| or3_1 | 8 | 4.0 |
| nand2_1 | 9 | 2.7 |
| a21oi_1 | 12 | 4.8 |
| nand3_1 | 12 | 4.8 |
| xor2_1 | 3 | 2.1 |
| nor4b_1 | 2 | 1.4 |
| ha_1 | 1 | 1.0 |
| xnor2_1 | 10 | 7.0 |
| inv_1 | 4 | 1.2 |
| and4_1 | 1 | 0.70 |
| nor4_1 | 5 | 2.5 |
[cells in the final DEF, fill, tap and decap left out, types with 4 or more instances in the layout]
| cell | synthesis | routed |
|---|---|---|
| a21oi_1 | 12 | 12 |
| dfxtp_1 | 27 | 27 |
| inv_1 | 4 | 4 |
| nand2_1 | 9 | 9 |
| nand3_1 | 12 | 12 |
| nand4_1 | 8 | 8 |
| nor2_1 | 18 | 18 |
| nor4_1 | 5 | 5 |
| o21ai_0 | 7 | 7 |
| o31ai_1 | 4 | 4 |
| or3_1 | 8 | 8 |
| or4_1 | 6 | 6 |
| xnor2_1 | 10 | 10 |
[final timing paths]
kind | cells after the start | to | slack [ps] | start
max | 5 | q[20] | 850 | q[0]
max reg2reg | 5 | q[20] | 850 | q[0]
min | 2 | q[25] | 490 | q[25]
min reg2reg | 2 | q[25] | 490 | q[25]
[routing by layer]
metal / up-vias / share of wire (%) / global-route usage (%)
li1: 553 / - / -
met5: - / 0 / 0
met2: 18 / 42 / 6.12
met1: 474 / 53 / 5.61
met3: 2 / 5.4 / 1.33
met4: 0 / 0.34 / 0.382
[area by class of cell]
type | count | share of cell area [%]
clock buffers | 4 | 3.16
inverters | 4 | 1.05
well taps | 102 | 8.96
multi-input cells | 113 | 47.0
repair buffers | 3 | 1.93
flip-flops and latches | 27 | 37.9
[cells by family (layout without fill, tap and decap cells)]
| kind of cell | Yosys count | in the layout | share of synthesized area, % |
|---|---|---|---|
| AND/OR/NAND/NOR | 74 | 74 | 32.0 |
| flip-flops | 27 | 27 | 43.1 |
| AND-OR/OR-AND | 25 | 25 | 11.3 |
| XOR/XNOR | 13 | 13 | 9.07 |
| buffers and inverters | 11 | 11 | 3.59 |
| adder cells (fa/ha/maj) | 1 | 1 | 0.997 |
[through the flow]
stage	utilization (%)	setup slack (ps)	hold slack (ps)
after floorplan	-	1030	439
after global placement	18.0	916	458
after detailed placement	18.0	869	472
after CTS	18.6	848	488
after global routing	18.6	694	507
final	18.6	846	489
Power and IR drop assume default switching activity.
