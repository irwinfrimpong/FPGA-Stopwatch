===== flow/run.sh =====
#!/bin/bash
# OpenROAD 26Q1-2900-gdf79404cd8, Yosys 0.63+post, stock flow scripts
make -C /OpenROAD-flow-scripts/flow DESIGN_CONFIG=/design/flow/config.mk WORK_HOME=/design/flow/orfs finish

===== flow/constraint.sdc =====
current_design debounce

set clk_period 1.4
set clk_io_pct 0.2

create_clock -name clk0 -period $clk_period [get_ports {clk}]

set non_clock_inputs [all_inputs -no_clocks]
set_input_delay [expr $clk_period * $clk_io_pct] -clock clk0 $non_clock_inputs
set_output_delay [expr $clk_period * $clk_io_pct] -clock clk0 [all_outputs]

===== flow/config.mk =====
export PLATFORM = sky130hd
export DESIGN_NAME = debounce
export DESIGN_NICKNAME = debounce
export VERILOG_FILES = /design/flow/design.v
export SDC_FILE = /design/flow/constraint.sdc
export NUM_CORES = 4
export LEC_CHECK = 1
export CORE_AREA = 10 10 70 70
export DIE_AREA = 0 0 80 80

===== flow/design.v =====
module debounce(input logic clk, pb, output logic pb_debounced);
   parameter CLKFREQ = 1000;     
   parameter DEBOUNCE_MS = 10;   
   parameter CTRBITS = $clog2(DEBOUNCE_MS*CLKFREQ/1000);
   logic pb_q1, pb_q2, pb_edge, carry;
   logic [CTRBITS:0] count;   
   assign carry = count[CTRBITS];
   always_ff @(posedge clk)
     begin
	pb_q1 <= pb;
	pb_q2 <= pb_q1;
	if (carry) pb_debounced <= pb_q2;
     end
   assign pb_edge = pb_q1 ^ pb_q2;   
   always_ff @(posedge clk)
     if (pb_edge) count <= '0;
     else if (!carry) count <= count + 1;
endmodule  

==> ci_impl_report.md <==
## Synthesis and layout report

| Metric | Value |
|---|---|
| Post-synth top area cell | `dfxtp_1` |
| Die Area | `6400 um2` |
| Most frequent cells after synthesis | `dfxtp_1, nor2_1, xor2_1` |
| Kind of critical path | `register to output pin` |
| Hold slack | `0.365 ns` |
| Hold Crit Depth | `0` |
| Root Driver | `clkbuf_4` |
| Mapped Cells | `22` |
| Critical Path Stages | `1` |
| Clk buf depth | `2` |
| Synthesized flop and latch total | `8` |
| Syn-to-layout area delta | `38.8%` |
| Tool warnings | `25` |
| Peak per-stage delay on the critical path | `0.46 ns` |
| RSZ-0062 raised after global routing | `false` |
| Post-cts sizing count | `0` |
| CP top delay family | `buffers and inverters` |
| 1st-iter DRT viols | `6` |
| Pre-Place Util | `7.84%` |
| Worst EP required | `~1.1 ns` |
| Number of synthesis warnings | `1` |
| Flip-flops with a built-in enable | `1` |
| P_leak | `between 0.1 and 0.15 nW` |
| Cell variety after synth | `10` |
| Max FO, Critical Path | `1` |
| WL per Instance | `4.78 um` |
| GPL Wtd Cong | `~0.66` |
| Core area | `between 3000 and 4000 um2` |
| Vias/cell | `2.18` |
| Most common reg cell | `dfxtp_1` |
| Port bufs | `2` |
| Antenna viol nets, final | `0` |
| Final setup violating endpoints | `0` |
| Netlist Area Pre-Place | `between 200 and 300 um2` |
| N_diodes | `0` |
| DP Wirelength | `between 200 and 300 um` |
| Postcts setup bufs | `0` |
| Vias in the first global route | `183` |
| Worst Skew | `around 0.0037 ns` |
| Top cells, area | `dfxtp_1, edfxtp_1, xor2_1` |
| Routed via count | `161` |
| Arr. time, crit path | `between 1 and 1.5 ns` |
| Max-Cap Viols | `0` |
| Min-delay worst type | `register to register` |
| Slew HR | `about three quarters` |
| Final Slew Violations | `0` |
| First-pass GRT wire length | `696 um` |
| Die Ht | `about 80 um` |
| Most numerous cell in the Yosys netlist | `dfxtp_1` |
| # hold bufs at CTS | `0` |
| Slew @ Worst Pin | `approximately 0.38 ns` |
| Antenna violations before repair | `0` |
| Final WL | `roughly 350 um` |
| Worst IR Drop VDD | `0.168 mV` |
| Crit-path slowest cell | `clkdlybuf4s50_1` |
| TritonCTS Buffers | `3` |
| PwrDens | `1300 nW/um2` |
| Setup TNS | `0 ns` |
| Final Cycle Share | `approximately 90%` |
| Total global routing overflow | `0` |
| Yosys cell count | `22` |
| FMAX | `771 MHz` |
| Area leader share | `52.3%` |
| Global-route usage over all layers | `around 1.2%` |
| Horiz. Die Dim | `about 80 um` |
| CTS sink count | `8` |
| Cells along the critical path | `clkdlybuf4s50_1` |
| Min cycle time layout | `between 1 and 1.5 ns` |
| Worst r2r path cells | `4` |
| Pin count of the biggest net entering global routing | `7` |
| IO Pins | `3` |
| Final Hold Fails | `0` |
| Syn avg cell area | `12.2 um2` |
| Seq share, synth | `~64%` |
| Drt pass-1 iters | `2` |
| CTS tree | `yes` |
| Status | `finished clean` |
| Worst-Skew Late Latency | `between 0.2 and 0.3 ns` |
| H-tree levels | `1` |
| CP Launch Type | `register` |
| Yosys stat area | `268 um2` |
| DRC | `0` |
| Clock slew at reported path FFs | `approximately 0.050 ns` |
| CP Buf/Inv Count | `1` |
| CP endpoint kind | `output pin` |
| Async set-reset flop share out of synthesis | `0%` |
| Row count | `21` |
| Share of cells above drive strength 1 | `~11%` |
==> sequential cells by signal, indices dropped and copies added (netlist names) <==
name / count
pb_debounced: 1
pb_q1: 1
count: 5
pb_q2: 1
==> per-stage QoR <==
step	instances	util [%]	total power [mW]	instance area, um2	setup WS [ns]
4_1_cts	74	10.9	0.495	372	0.0781
6_report	74	10.9	0.484	372	0.103
3_3_place_gp	70	10.1	0.307	345	0.356
5_1_grt	74	10.9	0.515	372	0.0478
3_5_place_dp	70	10.1	0.311	345	0.353
2_1_floorplan	22	-	0.299	268	0.465
==> cell usage in the layout (no fill, tap or decap) <==
master,count
xnor2_1,1
clkdlybuf4s50_1,2
xor2_1,3
nand4b_1,1
nor2b_1,1
ha_1,1
edfxtp_1,1
mux2i_1,1
clkbuf_1,1
dfxtp_1,7
nor2_1,5
a31oi_1,1
clkbuf_4,3
==> final timing paths <==
kind	end	startpoint	slack, ns
setup / recovery	pb_debounced	pb_debounced	0.10
hold / removal	pb_q2	pb_q1	0.36
setup reg to reg	count[2]	count[0]	0.41
hold reg to reg	pb_q2	pb_q1	0.36
==> metal layers <==
metal	GRT usage [%]	routed length (um)	share of wire [%]
met2	1.93	177	50
met4	0.880	0	0
met3	0.227	6	1.7
met1	1.49	170	48
met5	0	0	0
==> cell type report <==
class,count,area (um2)
clock buffers,4,26.3
flip-flops and latches,8,170
fillers,395,3040
well taps,46,57.6
repair buffers,2,20.0
multi-input cells,14,97.6
==> cell families after synthesis <==
logic type                 synth area share (%)
xor gates and xnor gates                   13.1
and+or+nand+nor                            12.6
DFF                                        63.6
adders and majority gates                  4.67
AOI/OAI and AO/OA                          2.34
muxes                                      3.74
==> report_power, final <==
group / total (mW) / leakage [nW] / switching (mW) / internal [mW]
Combinational: 0.0393 / 0.0491 / 0.0180 / 0.0213
Sequential: 0.266 / 0.0668 / 0.0144 / 0.251
Clock: 0.179 / 0.0150 / 0.0709 / 0.109
Power figures rest on the tool's default switching activity, not on a simulated workload.
