`design/flow/constraint.sdc`:
```
current_design bcd_counter

set clk_period 2.9
set clk_io_pct 0.2

create_clock -name clk0 -period $clk_period [get_ports {clk}]

set non_clock_inputs [all_inputs -no_clocks]
set_input_delay [expr $clk_period * $clk_io_pct] -clock clk0 $non_clock_inputs
set_output_delay [expr $clk_period * $clk_io_pct] -clock clk0 [all_outputs]
```
`design/flow/design.v`:
```
`timescale 1ns / 1ps
module bcd_counter(  input logic clk,rst, enb, 
                    output logic [3:0] d0,d1,d2,d3 ); 
  logic c0,c1,c2,c3,c4 ;  
  logic [3:0] d;  
 dec_counter milisecond(.clk(clk),.rst(rst),.enb(enb),.q(d), .carry(c0)) ; 
 dec_counter hundreths(.clk(clk), .rst(rst),.enb(c0) ,.q(d0), .carry(c1)) ; 
 dec_counter tenths(.clk(clk), .rst(rst), .enb(c1),.q(d1), .carry(c2)) ; 
 dec_counter ones(.clk(clk), .rst(rst), .enb(c2),.q(d2), .carry(c3)) ; 
 dec_counter tens(.clk(clk),.rst(rst), .enb(c3),.q(d3), .carry(c4)) ; 
endmodule
`timescale 1ns / 1ps
module dec_counter(input logic clk, rst, enb,
	       output logic [3:0] q,
	       output logic carry);
assign carry = (q == 4'd9) && enb;
  always_ff @( posedge clk )
    begin
       if (rst || carry) q <= 0;
       else if (enb) q <= q + 1;
    end
endmodule  
```
`design/flow/run.sh`:
```
#!/bin/bash
# OpenROAD 26Q1-2900-gdf79404cd8, Yosys 0.63+post, stock flow scripts
make -C /OpenROAD-flow-scripts/flow DESIGN_CONFIG=/design/flow/config.mk WORK_HOME=/design/flow/orfs finish
```
`design/flow/config.mk`:
```
export PLATFORM = sky130hd
export DESIGN_NAME = bcd_counter
export DESIGN_NICKNAME = bcd_counter
export VERILOG_FILES = /design/flow/design.v
export SDC_FILE = /design/flow/constraint.sdc
export NUM_CORES = 4
export LEC_CHECK = 1
export CORE_AREA = 10 10 87 87
export DIE_AREA = 0 0 97 97
```
==> deck_impl_summary.md <==
Synthesis and Place & Route Summary

Run status
  – Status: completed

Synth
  – Ys cells: 123
  – FF+latch count, synth: 20
  – Synth unique cells: 32
  – Number of synthesis warnings: 1
  – Seq/Total Area, Yosys: between 30 and 40%
  – Syn Area/Cell: just under 9 µm²
  – Chip Area, Yosys: between 1000 and 1500 µm²
  – Cell Area, Synth: 1100 µm²
  – Cells after synthesis: around 120

Timing
  – Final Cycle Share: 80.57%
  – Final setup margin: around 560 ps
  – Hold Vio Cnt, Final: 0
  – Unrepaired setup endpoints after global routing: false
  – Tmin final: between 2000 and 2500 ps
  – Clk_skew: between 2 and 3 ps
  – Setup TNS: 0 ps
  – Max Freq: approximately 430 MHz
  – Slew headroom: 54.09%
  – Least-Margin Pin Slew: 686.6 ps
  – Setup violators final: 0
  – Max-slew violations: 0

Setup path
  – Critical path's largest stage delay: 640 ps
  – CP Cell Sequence: clkdlybuf4s50_1, nand4b_4, nor4_4, a41oi_1, a311oi_1
  – CP Max Fanout: 12
  – Worst Reg-to-Reg Cells: 5
  – R2R Path End: tens.q[3]
  – Flop2flop setup slack: between 900 and 1000 ps
  – Critical path's slowest cell: clkdlybuf4s50_1
  – CP endpoint kind: flop
  – Critical path type: input port to flop
  – Worst EP required: 3060 ps
  – Worst Path Buf+Inv: 1
  – Arrival @ worst endpoint: roughly 2500 ps
  – Crit-path leading delay family: simple AND/OR/NAND/NOR gates
  – Reg-to-reg startpoint: milisecond.q[0]
  – CP Launch Type: input port

Global route
  – GRT overflow: 0
  – Number of global-route vias before repair: ~850
  – Maximum number of pins on one net before global-route repair: 20
  – Total track usage: between 4 and 5%
  – Initial antenna violation count: 0
  – Global-route wire length before repair: between 4000 and 5000 µm

Placed design
  – IO buf count: 18
  – Hpwl dp: 1694 µm
  – Gpl congestion: roughly 0.78
  – Setup WS pre-CTS: around 280 ps

Pwr
  – Comb pwr share: under 10%
  – Power Total: between 0.5 and 0.6 mW
  – Clock power share: about two fifths
  – Sw Ratio: slightly above 20%
  – Cell leakage power: between 0.5 and 0.6 nW
  – Worst vdd ir: about 0.13 mV
  – Pint: ~0.4 mW
  – Pwr dens: between 300 and 400 nW/µm²
  – P_sw: 0.1042 mW
  – Sequential power share: 55.0%

Floorplanning
  – Die ar.: roughly 9400 µm²
  – Ports: 19
  – Die X: 97 µm
  – Die span in y: ~97 µm
  – Core Area: approximately 5600 µm²
  – Init Core Util: 19.49%
  – Rows: 27

Hold path
  – Hold WC Path Type: flop to flop
  – Worst hold endpoint: tenths.q[2]
  – Hold path startpoint: tenths.q[2]
  – Hold path cells: 2

Drt
  – Drt first pass iters: 4
  – DRC viols: 0
  – Via count: 873
  – N_diodes: 0
  – Drt total wl: roughly 2200 µm
  – 1st-iter DRT viols: 38
  – Avg Vias per Cell: approximately 4.1
  – Routed wire per std cell: roughly 11 µm
  – Post-route ant nets: 0

Clocking
  – Hold buffer count at CTS: 0
  – Root Buffer: clkbuf_8
  – CTS sink cnt: 20
  – H-tree depth: 1
  – Post-CTS Setup Repair Bufs: 0
  – Num CTS Buffers: 3
  – Deepest clock path buffer count: 2
  – CTS tree: yes
  – CTS resizes: 0
  – Clock-pin slew on the worst setup and hold paths: 70 ps
  – Clk latency of the worst-skew pair: approximately 250 ps

Cells and area
  – Share of cells above drive strength 1: under 10%
  – Area Growth Syn to Fin: 27.87%
  – Most frequent logic cell in the layout: dfxtp_1
  – Top logic cells by instance count in the layout: 20 x dfxtp_1, 19 x nor2_1, 18 x clkdlybuf4s50_1

Run
  – Tool warnings: 30
  – Max Cap Violations: 0
metal layers:
| layer | GRT usage [%] | part of all wire [%] | vias up |
|---|---|---|---|
| met5 | 0 | 0 | - |
| li1 | - | - | 471 |
| met4 | 0.6764 | 0.93 | 0 |
| met2 | 7.464 | 45 | 7 |
| met3 | 1.433 | 3.9 | 2 |
| met1 | 6.342 | 50 | 393 |
worst reg2reg max path, stage by stage (launching register included):
cell and delay, ps:
dfxtp_1 400, ha_1 230, nand4b_4 220, nor4_4 600, a41oi_1 180, a311oi_1 240
worst max-delay path by stage:
stage                 start   endpoint  cells past startpoint
after global routing    enb  tens.q[3]                      5
after CTS               enb  tens.q[3]                      5
final                   enb  tens.q[3]                      5
power groups by stage:
stage / Sequential (mW) / Combinational, mW / Clock (mW)
CTS: 0.281 / 0.0202 / 0.219
finish: 0.281 / 0.0198 / 0.210
global route: 0.281 / 0.0229 / 0.226
cell type report:
cell class,instances,area [µm²]
fill,597,4235
sequential,20,400.4
inverter,7,26.28
tap,72,90.09
timing repair buffer,18,180.2
clock buffer,4,55.05
multi-input combinational,92,654.4
per-stage QoR:
stage	instances	hold slack, ps	utilization [%]	instance area [µm²]
5_1_grt	213	553.3	24.93	1406
3_5_place_dp	209	508.5	23.95	1351
4_1_cts	213	518.9	24.93	1406
6_report	213	519.7	24.93	1406
3_3_place_gp	209	500.8	23.95	1351
2_1_floorplan	123	450.8	-	1100
registers in the layout, indices dropped and copies added (netlist names):
register and cells:
tens.q 4, milisecond.q 4, tenths.q 4, ones.q 4, hundreths.q 4
synth_stat cells, drive strengths merged:
cell type  instances  area [µm²]
and4b              1       10.01
a311oi             3       26.28
buf                1       7.510
dfxtp             20       400.4
xnor2              2       17.52
ha                10       125.1
and2               1       6.260
nor2b              1       6.260
a21oi              8       40.04
nand4              1       6.260
nand2              7       26.28
a31o               1       8.760
o21ai              5       25.02
or3                1       6.260
nor3               7       40.04
mux2               1       11.26
nand2b             2       12.51
inv                7       26.28
nor4               1       21.27
clkbuf             3       11.26
nand3b             3       35.03
a211oi             2       15.01
nand3              4       20.02
and3b              3       26.28
xor2               2       17.52
a41oi              2       17.52
mux2i              3       30.03
a2111oi            1       8.760
nand4b             1       23.77
nor2              19       71.32
cell families after synthesis:
| group | share of synthesized area (%) |
|---|---|
| fa+ha+maj | 11.38 |
| buf+inv | 4.096 |
| mux | 3.754 |
| simple gates | 28.33 |
| flops | 36.40 |
| compound gates | 12.86 |
| xor+xnor | 3.186 |
No activity file was given, so power comes from the tool's default toggle rates.
